`./run.sh`:
```
#!/bin/bash
# OpenROAD 26Q1-2900-gdf79404cd8, Yosys 0.63+post, stock flow scripts
make -C /OpenROAD-flow-scripts/flow DESIGN_CONFIG=/design/flow/config.mk WORK_HOME=/design/flow/orfs finish
```
`./config.mk`:
```
export PLATFORM = sky130hd
export DESIGN_NAME = SAL_FIFO
export DESIGN_NICKNAME = SAL_FIFO
export VERILOG_FILES = /design/flow/design.v
export SDC_FILE = /design/flow/constraint.sdc
export NUM_CORES = 4
export LEC_CHECK = 1
export CORE_UTILIZATION = 40
```
`./constraint.sdc`:
```
current_design SAL_FIFO

set clk_period 12.0
set clk_io_pct 0.2

create_clock -name clk0 -period $clk_period [get_ports {clk}]

set non_clock_inputs [all_inputs -no_clocks]
set_input_delay [expr $clk_period * $clk_io_pct] -clock clk0 $non_clock_inputs
set_output_delay [expr $clk_period * $clk_io_pct] -clock clk0 [all_outputs]
```
`./design.v`:
```
`timescale 1ns/1ps
typedef logic   [4-1:0]     axi_id_t;
typedef logic   [32-1:0]   axi_addr_t;
typedef logic   [128-1:0]   axi_data_t;
typedef logic   [(128/8)-1:0]   axi_strb_t;
typedef logic   [4-1:0]    axi_len_t;
typedef logic   [3-1:0]   axi_size_t;
typedef logic   [2-1:0]  axi_burst_t;
typedef logic   [2-1:0]   axi_resp_t;
interface AXI_A_IF
(
    input                       clk,
    input                       rst_n
);
    logic                       avalid;
    logic                       aready;
    axi_id_t                    aid;
    axi_addr_t                  aaddr;
    axi_len_t                   alen;
    axi_size_t                  asize;
    axi_burst_t                 aburst;
    modport                     SRC (
        output                      avalid, aid, aaddr, alen, asize, aburst,
        input                       aready
    );
    modport                     DST (
        input                       avalid, aid, aaddr, alen, asize, aburst,
        output                      aready
    );
    // synthesis translate_off
    clocking SRC_CB @(posedge clk);
        default input #0.1 output #0.1;
        output                      avalid, aid, aaddr, alen, asize, aburst;
        input                       aready;
    endclocking
    clocking DST_CB @(posedge clk);
        default input #0.1 output #0.1;
        input                       avalid, aid, aaddr, alen, asize, aburst;
        output                      aready;
    endclocking
    clocking MON_CB @(posedge clk);
        default input #0.1 output #0.1;
        input                       avalid, aid, aaddr, alen, asize, aburst;
        input                       aready;
    endclocking
    modport SRC_TB (clocking SRC_CB, input clk, rst_n);
    modport DST_TB (clocking DST_CB, input clk, rst_n);
    task automatic init();
        avalid                      = 1'b0;
        aid                         = 'hx;
        aaddr                       = 'hx;
        alen                        = 'hx;
        asize                       = 'hx;
        aburst                      = 'hx;
    endtask
    task automatic send (
        input   axi_id_t            id,
        input   axi_addr_t          addr,
        input   axi_len_t           len,
        input   axi_size_t          size,
        input   logic               burst
    );
        SRC_CB.avalid               <= 1'b1;
        SRC_CB.aid                  <= id;
        SRC_CB.aaddr                <= addr;
        SRC_CB.alen                 <= len;
        SRC_CB.asize                <= size;
        SRC_CB.aburst               <= burst;
        @(posedge clk);
        while (aready!=1'b1) begin
            @(posedge clk);
        end
        SRC_CB.avalid               <= 1'b0;
        SRC_CB.aid                  <= 'hx;
        SRC_CB.aaddr                <= 'hx;
        SRC_CB.alen                 <= 'hx;
        SRC_CB.asize                <= 'hx;
        SRC_CB.aburst               <= 'hx;
    endtask
    // synthesis translate_on
endinterface
interface AXI_W_IF
(
    input                       clk,
    input                       rst_n
);
    logic                       wvalid;
    logic                       wready;
    axi_id_t                    wid;
    axi_data_t                  wdata;
    axi_strb_t                  wstrb;
    logic                       wlast;
    modport                     SRC (
        output                      wvalid, wid, wdata, wstrb, wlast,
        input                       wready
    );
    modport                     DST (
        input                       wvalid, wid, wdata, wstrb, wlast,
        output                      wready
    );
    modport                     MON (
        input                       wvalid, wid, wdata, wstrb, wlast,
        input                       wready
    );
    // synthesis translate_off
    clocking SRC_CB @(posedge clk);
        default input #0.1 output #0.1;
        output                      wvalid, wid, wdata, wstrb, wlast;
        input                       wready;
    endclocking
    clocking DST_CB @(posedge clk);
        default input #0.1 output #0.1;
        input                       wvalid, wid, wdata, wstrb, wlast;
        output                      wready;
    endclocking
    clocking MON_CB @(posedge clk);
        default input #0.1 output #0.1;
        input                       wvalid, wid, wdata, wstrb, wlast;
        input                       wready;
    endclocking
    modport SRC_TB (clocking SRC_CB, input clk, rst_n);
    modport DST_TB (clocking DST_CB, input clk, rst_n);
    task automatic init();
        wvalid                      = 1'b0;
        wid                         = 'hx;
        wdata                       = 'hx;
        wstrb                       = 'hx;
        wlast                       = 'hx;
    endtask
    task automatic send (
      input   axi_id_t              id,
      input   axi_data_t            data,
      input   axi_strb_t            strb,
      input   logic                 last
    );
        SRC_CB.wvalid               <= 1'b1;
        SRC_CB.wid                  <= id;
        SRC_CB.wdata                <= data;
        SRC_CB.wstrb                <= strb;
        SRC_CB.wlast                <= last;
        @(posedge clk);
        while (wready!=1'b1) begin
            @(posedge clk);
        end
        SRC_CB.wvalid               <= 1'b0;
        SRC_CB.wid                  <= 'hx;
        SRC_CB.wdata                <= 'hx;
        SRC_CB.wstrb                <= 'hx;
        SRC_CB.wlast                <= 'hx;
    endtask
    // synthesis translate_on
endinterface
interface AXI_B_IF
(
    input                       clk,
    input                       rst_n
);
    logic                       bvalid;
    logic                       bready;
    axi_id_t                    bid;
    axi_resp_t                  bresp;
    modport                     SRC (
        output                      bvalid, bid, bresp,
        input                       bready
    );
    modport                     DST (
        input                       bvalid, bid, bresp,
        output                      bready
    );
    // synthesis translate_off
    clocking SRC_CB @(posedge clk);
        default input #0.1 output #0.1;
        output                      bvalid, bid, bresp;
        input                       bready;
    endclocking
    clocking DST_CB @(posedge clk);
        default input #0.1 output #0.1;
        input                       bvalid, bid, bresp;
        output                      bready;
    endclocking
    clocking MON_CB @(posedge clk);
        default input #0.1 output #0.1;
        input                       bvalid, bid, bresp;
        input                       bready;
    endclocking
    modport SRC_TB (clocking SRC_CB, input clk, rst_n);
    modport DST_TB (clocking DST_CB, input clk, rst_n);
    task automatic init();
        bready                      = 1'b0;
    endtask
    task automatic recv (
        output  axi_id_t             id,
        output  axi_resp_t           resp
    );
        DST_CB.bready               <= 1'b1;
        @(posedge clk);
        while (bvalid!=1'b1) begin
            @(posedge clk);
        end
        id                          = bid;
        resp                        = bresp;
        DST_CB.bready               <= 1'b0;
    endtask
    // synthesis translate_on
endinterface
interface AXI_R_IF
(
    input                       clk,
    input                       rst_n
);
    logic                       rvalid;
    logic                       rready;
    axi_id_t                    rid;
    axi_data_t                  rdata;
    axi_resp_t                  rresp;
    logic                       rlast;
    modport                     SRC (
        output                      rvalid, rid, rdata, rresp, rlast,
        input                       rready
    );
    modport                     DST (
        input                       rvalid, rid, rdata, rresp, rlast,
        output                      rready
    );
    // synthesis translate_off
    clocking SRC_CB @(posedge clk);
        default input #0.1 output #0.1;
        output                      rvalid, rid, rdata, rresp, rlast;
        input                       rready;
    endclocking
    clocking DST_CB @(posedge clk);
        default input #0.1 output #0.1;
        input                       rvalid, rid, rdata, rresp, rlast;
        output                      rready;
    endclocking
    clocking MON_CB @(posedge clk);
        default input #0.1 output #0.1;
        input                       rvalid, rid, rdata, rresp, rlast;
        input                       rready;
    endclocking
    modport SRC_TB (clocking SRC_CB, input clk, rst_n);
    modport DST_TB (clocking DST_CB, input clk, rst_n);
    task automatic init();
        rready                      = 1'b0;
    endtask
    task automatic send  (
      input   axi_id_t              id,
      input   axi_data_t            data,
      input   axi_resp_t            resp,
      input   logic                 last
    );
        SRC_CB.rvalid               <= 1'b1;
        SRC_CB.rid                  <= id;
        SRC_CB.rdata                <= data;
        SRC_CB.rresp                <= resp;
        SRC_CB.rlast                <= last;
        @(posedge clk);
        while (rready!=1'b1) begin
            @(posedge clk);
        end
        SRC_CB.rvalid               <= 1'b0;
        SRC_CB.rid                  <= 'hx;
        SRC_CB.rdata                <= 'hx;
        SRC_CB.rresp                <= 'hx;
        SRC_CB.rlast                <= 'hx;
    endtask
    task automatic recv (
      output  axi_id_t              id,
      output  axi_data_t            data,
      output  axi_resp_t            resp,
      output  logic                 last
    );
        DST_CB.rready               <= 1'b1;
        @(posedge clk);
        while (rvalid!=1'b1) begin
            @(posedge clk);
        end
        id                          = rid;
        data                        = rdata;
        resp                        = rresp;
        last                        = rlast;
        DST_CB.rready               <= 1'b0;
    endtask
    // synthesis translate_on
endinterface
interface APB_IF (
    input                       clk,
    input                       rst_n
);
    logic                       psel;
    logic                       penable;
    logic   [31:0]              paddr;
    logic                       pwrite;
    logic   [95:0]              pwdata;
    logic                       pready;
    logic   [31:0]              prdata;
    logic                       pslverr;
    modport MST (
        output                  psel, penable, paddr, pwrite, pwdata,
        input                   pready, prdata, pslverr
    );
    modport SLV (
        input                   psel, penable, paddr, pwrite, pwdata,
        output                  pready, prdata, pslverr
    );
    // synthesis translate_off
    clocking MST_CB @(posedge clk);
        default input #0.1 output #0.1;
        output                      psel, penable, paddr, pwrite, pwdata;
        input                       pready, prdata, pslverr;
    endclocking
    clocking SLV_CB @(posedge clk);
        default input #0.1 output #0.1;
        input                       psel, penable, paddr, pwrite, pwdata;
        output                      pready, prdata, pslverr;
    endclocking
    clocking MON_CB @(posedge clk);
        default input #0.1 output #0.1;
        input                       psel, penable, paddr, pwrite, pwdata;
        input                       pready, prdata, pslverr;
    endclocking
    modport MST_TB (clocking MST_CB, input clk, rst_n);
    modport SLV_TB (clocking SLV_CB, input clk, rst_n);
    task automatic init();
        psel                        = 1'b0;
        penable                     = 'hx;
        paddr                       = 'hx;
        pwrite                      = 'hx;
        pwdata                      = 'hx;
    endtask
    task automatic write (
        input      [95:0]  data
    );
        MST_CB.psel                 <= 1'b1;
        MST_CB.penable              <= 1'b0;
        MST_CB.paddr                <= 1'b1;
        MST_CB.pwrite               <= 1'b1;
        MST_CB.pwdata               <= data;
        @(posedge clk);
        MST_CB.penable              <= 1'b1;
        @(posedge clk);
        while (pready!=1'b1) begin
            @(posedge clk);
        end
        MST_CB.psel                 <= 1'b0;
        MST_CB.penable              <= 'hx;
        MST_CB.paddr                <= 'hx;
        MST_CB.pwrite               <= 'hx;
        MST_CB.pwdata               <= 'hx;
    endtask
    task automatic read (
        input     [31:0]  addr,
        output    [31:0]  data
    );
        MST_CB.psel                 <= 1'b1;
        MST_CB.penable              <= 1'b0;
        MST_CB.paddr                <= addr;
        MST_CB.pwrite               <= 1'b0;
        MST_CB.pwdata               <= 'hx;
        @(posedge clk);
        MST_CB.penable              <= 1'b1;
        @(posedge clk);
        while (pready==1'b0) begin
            @(posedge clk);
        end
        while (pready!=1'b1) begin
            @(posedge clk);
        end
        MST_CB.psel                 <= 1'b0;
        MST_CB.penable              <= 'hx;
        MST_CB.paddr                <= 'hx;
        MST_CB.pwrite               <= 'hx;
        MST_CB.pwdata               <= 'hx;
        data                        = prdata;
    endtask
    // synthesis translate_on
endinterface
`timescale 1ns / 1ps
module SAL_FIFO #(
    parameter       DEPTH_LG2           = 4,
    parameter       DATA_WIDTH          = 32,
    parameter       AFULL_THRES         = ((1<<DEPTH_LG2)-1),
    parameter       AEMPTY_THRES        = 1
)
(
    input   wire                        clk,
    input   wire                        rst_n,
    output  wire                        full_o,
    output  wire                        afull_o,
    input   wire                        wren_i,
    input   wire    [DATA_WIDTH-1:0]    wdata_i,
    output  wire                        empty_o,
    output  wire                        aempty_o,
    input   wire                        rden_i,
    output  wire    [DATA_WIDTH-1:0]    rdata_o
);
    localparam  FIFO_DEPTH              = (1<<DEPTH_LG2);
    reg     [DATA_WIDTH-1:0]            data[FIFO_DEPTH];
    reg                                 full,       full_n,
                                        afull,      afull_n,
                                        empty,      empty_n,
                                        aempty,     aempty_n;
    reg     [DEPTH_LG2:0]               wrptr,      wrptr_n,
                                        rdptr,      rdptr_n;
    reg     [DEPTH_LG2-1:0]             cnt,        cnt_n;                                
    always_ff @(posedge clk)
        if (!rst_n) begin
            full                        <= 1'b0;
            afull                       <= 1'b0;
            empty                       <= 1'b1;     
            aempty                      <= 1'b1;
            wrptr                       <= {(DEPTH_LG2+1){1'b0}};
            rdptr                       <= {(DEPTH_LG2+1){1'b0}};
            cnt                         <= {DEPTH_LG2{1'b0}};
            for (int i=0; i<FIFO_DEPTH; i=i+1) begin
                data[i]                     <= {DATA_WIDTH{1'b0}};
            end
        end
        else begin
            full                        <= full_n;
            afull                       <= afull_n;
            empty                       <= empty_n;
            aempty                      <= aempty_n;
            wrptr                       <= wrptr_n;
            rdptr                       <= rdptr_n;
            cnt                         <= cnt_n;
            if (wren_i) begin
                data[wrptr[DEPTH_LG2-1:0]]  <= wdata_i;
            end
        end
    always_comb begin
        wrptr_n                     = wrptr;
        rdptr_n                     = rdptr;
        cnt_n                       = cnt;
        if (wren_i & ~full) begin
            wrptr_n                     = wrptr + 'd1;
        end
        if (rden_i & ~empty) begin
            rdptr_n                     = rdptr + 'd1;
        end
        if (wren_i & ~rden_i) begin
            cnt_n                       = cnt + 'd1;
        end
        else if (~wren_i & rden_i) begin
            cnt_n                       = cnt - 'd1;
        end
        full_n                      = (wrptr_n[DEPTH_LG2]!=rdptr_n[DEPTH_LG2])
                                     &(wrptr_n[DEPTH_LG2-1:0]==rdptr_n[DEPTH_LG2-1:0]);
        afull_n                     = (cnt_n >= AFULL_THRES);
        empty_n                     = (wrptr_n == rdptr_n);
        aempty_n                    = (cnt_n <= AEMPTY_THRES);
    end
    // synthesis translate_off
    always @(posedge clk) begin
        if (full_o & wren_i) begin
            $display("@%t FIFO %m overflow", $time);
            @(posedge clk);
            $finish;
        end
    end
    always @(posedge clk) begin
        if (empty_o & rden_i) begin
            $display("@%t FIFO %m underflow", $time);
            @(posedge clk);
            $finish;
        end
    end
    // synthesis translate_on
    assign  full_o                      = full;
    assign  afull_o                     = afull;
    assign  empty_o                     = empty;
    assign  aempty_o                    = aempty;
    assign  rdata_o                     = data[rdptr[DEPTH_LG2-1:0]];
endmodule
```
==> changes_impl.md <==
### Physical design

* Unique masters post-synth at 34
* Worst setup EP type: output pin
* Late-Pin Clk Latency at 0.62 ns
* Net Sw Frac at 23.74%
* Final setup fails at 0
* Inserted Clock Buffers at 55
* WP data required at 9.60 ns
* Final hold violations at 0
* Core ar. at 0.05946 mm^2
* Initial antenna violation count at 2
* Largest net degree at the start of global routing at 101
* FP Util at 40.82%
* CP Max Fanout at 27
* Data arrival, critical path at 4.11 ns
* Chip height at 248.3 um
* Peak supply drop at 0.1111 mV
* Net switching power at 1.017 mW
* Clk root buf: clkbuf_16
* Setup Skew at 0.01109 ns
* Area leader share at 63.35%
* CTS tree: built
* Flops & latches, synth at 530
* Lkg Pwr at 11.12 nW
* Measured slew at the worst slew-check pin at 0.9391 ns
* Full die area at 0.06167 mm^2
* HPWL after detailed placement at 32,450 um
* Cell area leaders: edfxtp_1 (63%), and3_1 (13%), mux4_2 (12%), clkbuf_1 (2.6%), dfxtp_1 (1.5%)
* Clk pwr share at 39.0%
* First-pass GRT wire length at 92,640 um
* Reg clk slew, reported paths at 0.06 ns
* Cell total in the yosys stat output at 1,604
* Cell taking the most area after synthesis: edfxtp_1
* Power density over the cells at 156.9 mW/mm^2
* Syn Area/Cell at 15.13 um^2
* Cells after synthesis at 1,604
* 1st-pass router iterations at 5
* Via count at 13,808
* DP Worst Slack at 6.032 ns
* Share of cells above drive strength 1 at 17.10%
* Post-layout min period at 6.505 ns
* Max-slew headroom at 37.33%
* Asr flop ratio synth at 0%
* Die width at 248.3 um
* DR vias/cell at 5.753
* CP most frequent cell: buf_4
* WL final at 60,950 um
* Global route overflow at 0
* Commonest flop: edfxtp_1
* Crit share post-route at 54.21%
* Row count at 89
* Total GRT Usage at 22.15%
* Hold-fix buffers at CTS at 0
* Tool warning count at 31
* Number of gates resized after CTS at 0
* PnR worst setup slack at 5.495 ns
* Initial DRC count at 815
* Chip Area, Yosys at 0.02427 mm^2
* # IOs at 72
* Antenna viol nets, final at 0
* Drt drc at 0
* Max-cap violation count at 0
* HP Class: reg2reg
* RSZ-0062 raised after global routing: no
* RD Place Congestion at 0.8184
* Crit Path Category: reg2out
* Comb power frac at 11.2%
* Mean routed wirelength per cell at 25.40 um
* Internal at 3.267 mW
* CP Launch Type: flop
* Flop pwr share at 49.8%
* Synthesized area at 0.02427 mm^2
* Slowest-stage cell, CP: dfxtp_4
* Worst path cell trace: buf_4 > buf_4 > mux4_2 > nor2b_1 > a211oi_1 > a21oi_1 > clkdlybuf4s50_1
* Post-CTS Setup Inserts at 0
* Sequential fraction of the synthesis area at 64.83%
* I/O Buffers at 71
* Max Fclk at 0.1537 GHz
* Fill cells at 5,073
* Clk buf depth at 3
* H-tree depth at 2
* Setup TNS at 0 ns
* Vias in the first global route at 15,063
* Status: finished clean
* Worst path max stage delay at 0.69 ns
* Number of enable flip-flop cells at 512
* CTS Sinks at 530
* Slew Limit Fails at 0
* Layout area overhead at 12.50%
* YS warnings at 2
-- kinds of logic after synthesis --
family                   after synthesis  synth area share (%)
flip-flops                           530                 64.83
adder cells (fa/ha/maj)                7                0.3608
buffers and inverters                202                 3.609
AND-OR/OR-AND                         69                 1.789
XOR/XNOR                              17                0.6135
AND/OR/NAND/NOR                      615                 15.43
multiplexers                         164                 13.36
-- flip-flops by register name, summed over array words and instances, names as in the netlist --
signal / count
data: 512
rdptr: 5
wrptr: 5
cnt: 4
aempty: 1
afull: 1
empty: 1
full: 1
-- cells in the final DEF (no fill, tap or decap), types with 4 or more instances in the layout --
cell type | synthesis | layout
edfxtp_1 | 512 | 512
ha_4 | 0 | 4
clkinv_1 | 1 | 15
dfxtp_4 | 0 | 4
xnor2_1 | 9 | 9
dfxtp_1 | 18 | 14
and2_1 | 6 | 6
clkdlybuf4s50_1 | 0 | 71
and3_1 | 512 | 512
clkbuf_1 | 167 | 12
nand3_1 | 4 | 4
mux2i_1 | 36 | 36
mux4_2 | 128 | 128
buf_4 | 5 | 43
nand2_1 | 33 | 17
xor2_1 | 8 | 8
a211oi_1 | 32 | 32
clkbuf_16 | 0 | 55
nand2_2 | 1 | 17
nor2_1 | 15 | 14
bufinv_16 | 0 | 5
inv_1 | 5 | 5
clkinv_2 | 0 | 13
nor2b_1 | 33 | 33
a21oi_1 | 34 | 34
-- layer usage --
metal | GRT usage (%) | up-vias | share of wire (%)
met1 | 28.80 | 6813 | 37
li1 | - | 6220 | -
met2 | 33.42 | 692 | 48
met3 | 13.96 | 79 | 13
met5 | 0.3180 | - | 0.051
met4 | 3.820 | 4 | 1.9
-- cell type report --
cell class	instances	area [um^2]	area share [%]
sequential	530	15750	57.68
clock inverter	37	331.6	1.214
timing repair buffer	114	1033	3.785
clock buffer	67	1421	5.206
inverter	6	22.52	0.08248
antenna	1	2.502	0.009165
multi-input combinational	872	7776	28.48
tap	773	967.2	3.542
-- stage by stage --
step | utilization [%] | cells | hold slack [ns] | power, mW | cell area, um^2
2_1_floorplan | - | 1604 | 0.5003 | 2.472 | 24270
3_3_place_gp | 42.97 | 2295 | 0.5227 | 2.658 | 25550
3_5_place_dp | 42.97 | 2295 | 0.5387 | 2.661 | 25550
4_1_cts | 45.91 | 2399 | 0.5754 | 4.331 | 27300
5_1_grt | 45.92 | 2400 | 0.5981 | 4.438 | 27300
6_report | 45.92 | 2400 | 0.5662 | 4.284 | 27300
-- power by group through the flow --
stage                 combinational [mW]  sequential (mW)  clock (mW)
final                              0.479             2.13        1.67
after global routing               0.524             2.14        1.77
after CTS                          0.490             2.14        1.71
-- final timing paths --
kind,slack (ns),startpoint,to,cells after the start
worst max-delay path,5.49,rdptr[0]$_SDFF_PN0_,rdata_o[9],7
worst min-delay path,0.57,rdptr[4]$_SDFF_PN0_,rdptr[4]$_SDFF_PN0_,2
worst max register to register,8.88,wrptr[0]$_SDFF_PN0_,data[0][18]$_SDFFCE_PN0P_,6
worst min register to register,0.57,rdptr[4]$_SDFF_PN0_,rdptr[4]$_SDFF_PN0_,2
-- critical path, delay by kind of cell, from the launching register on --
family	cells	cell delay, ns
flip-flops	1	0.69
AND/OR/NAND/NOR	1	0.14
buffers and inverters	3	1.59
multiplexers	1	0.56
AND-OR/OR-AND	2	0.46
-- synthesized netlist by cell type (all sizes together), types with 2 or more instances --
| cell | number |
|---|---|
| a211oi | 32 |
| a21oi | 34 |
| and2 | 6 |
| and3 | 512 |
| buf | 28 |
| clkbuf | 168 |
| dfxtp | 18 |
| edfxtp | 512 |
| ha | 7 |
| inv | 5 |
| mux2i | 36 |
| mux4 | 128 |
| nand2 | 34 |
| nand2b | 3 |
| nand3 | 4 |
| nand3b | 2 |
| nor2 | 15 |
| nor2b | 33 |
| nor3b | 2 |
| o31ai | 2 |
| xnor2 | 9 |
| xor2 | 8 |
No activity file was given, so power comes from the tool's default toggle rates.
